==> ./run.sh <==
#!/bin/bash
# OpenROAD 26Q1-2900-gdf79404cd8, Yosys 0.63+post, stock flow scripts
make -C /OpenROAD-flow-scripts/flow DESIGN_CONFIG=/design/flow/config.mk WORK_HOME=/design/flow/orfs finish
==> ./config.mk <==
export PLATFORM = sky130hd
export DESIGN_NAME = uart
export DESIGN_NICKNAME = uart
export VERILOG_FILES = /design/flow/design.v
export SDC_FILE = /design/flow/constraint.sdc
export NUM_CORES = 4
export LEC_CHECK = 1
export CORE_AREA = 10 10 81 81
export DIE_AREA = 0 0 91 91
==> ./constraint.sdc <==
current_design uart

set clk_period 3.0
set clk_io_pct 0.2

create_clock -name clk0 -period $clk_period [get_ports {clock}]

set non_clock_inputs [all_inputs -no_clocks]
set_input_delay [expr $clk_period * $clk_io_pct] -clock clk0 $non_clock_inputs
set_output_delay [expr $clk_period * $clk_io_pct] -clock clk0 [all_outputs]
==> ./design.v <==
module uart(  
  input        clock,  
  input        reset,  
  input        io_TXD_enable,  
  input  [7:0] io_TXD_data,  
  output [7:0] io_RXD_data,  
  output       io_TXD,  
  input        io_RXD  
);
  reg  TxdLine;  
  reg [31:0] _RAND_0;
  reg  TxdEnablePre;  
  reg [31:0] _RAND_1;
  wire  _T_21;  
  wire  TxdPosedge;  
  reg [3:0] TxdCnt;  
  reg [31:0] _RAND_2;
  wire  _T_27;  
  wire  _T_28;  
  wire  _T_29;  
  wire  _T_30;  
  wire  _T_31;  
  wire  _T_32;  
  wire  _T_33;  
  wire  _T_34;  
  wire  _T_35;  
  wire  _T_36;  
  wire  _T_37;  
  wire  _T_38;  
  wire  _T_39;  
  wire  _T_40;  
  wire  TxdCheckBit;  
  wire  _T_45;  
  wire [4:0] _T_47;  
  wire [3:0] _T_48;  
  wire [7:0] _T_49;  
  wire  _T_50;  
  wire  _T_52;  
  wire  _GEN_0;  
  wire [3:0] _GEN_1;  
  wire [3:0] _GEN_2;  
  wire  _GEN_3;  
  wire [3:0] _GEN_4;  
  wire  _GEN_5;  
  reg  RxdLinePre;  
  reg [31:0] _RAND_3;
  wire  _T_63;  
  wire  RxdStart;  
  reg [3:0] RxdCnt;  
  reg [31:0] _RAND_4;
  reg [7:0] RxdReg;  
  reg [31:0] _RAND_5;
  reg [7:0] RxdTempReg;  
  reg [31:0] _RAND_6;
  wire  _T_72;  
  wire  _T_73;  
  wire  _T_74;  
  wire  _T_75;  
  wire  _T_76;  
  wire  _T_77;  
  wire  _T_78;  
  wire  _T_79;  
  wire  _T_80;  
  wire  _T_81;  
  wire  _T_82;  
  wire  _T_83;  
  wire  _T_84;  
  wire  _T_85;  
  wire  RxdCheckBit;  
  wire  _T_90;  
  wire [4:0] _T_92;  
  wire [3:0] _T_93;  
  wire [7:0] _GEN_15;  
  wire [7:0] _T_94;  
  wire  _T_96;  
  wire  _T_101;  
  wire [7:0] _GEN_6;  
  wire [3:0] _GEN_7;  
  wire [7:0] _GEN_8;  
  wire [3:0] _GEN_9;  
  wire [7:0] _GEN_10;  
  wire [7:0] _GEN_11;  
  wire [3:0] _GEN_12;  
  wire [7:0] _GEN_13;  
  wire [7:0] _GEN_14;  
  assign _T_21 = TxdEnablePre == 1'h0;  
  assign TxdPosedge = _T_21 & io_TXD_enable;  
  assign _T_27 = io_TXD_data[7];  
  assign _T_28 = io_TXD_data[6];  
  assign _T_29 = _T_27 ^ _T_28;  
  assign _T_30 = io_TXD_data[5];  
  assign _T_31 = _T_29 ^ _T_30;  
  assign _T_32 = io_TXD_data[4];  
  assign _T_33 = _T_31 ^ _T_32;  
  assign _T_34 = io_TXD_data[3];  
  assign _T_35 = _T_33 ^ _T_34;  
  assign _T_36 = io_TXD_data[2];  
  assign _T_37 = _T_35 ^ _T_36;  
  assign _T_38 = io_TXD_data[1];  
  assign _T_39 = _T_37 ^ _T_38;  
  assign _T_40 = io_TXD_data[0];  
  assign TxdCheckBit = _T_39 ^ _T_40;  
  assign _T_45 = TxdCnt < 4'h8;  
  assign _T_47 = TxdCnt + 4'h1;  
  assign _T_48 = TxdCnt + 4'h1;  
  assign _T_49 = io_TXD_data >> TxdCnt;  
  assign _T_50 = _T_49[0];  
  assign _T_52 = TxdCnt == 4'h8;  
  assign _GEN_0 = _T_52 ? TxdCheckBit : 1'h1;  
  assign _GEN_1 = _T_52 ? _T_48 : TxdCnt;  
  assign _GEN_2 = _T_45 ? _T_48 : _GEN_1;  
  assign _GEN_3 = _T_45 ? _T_50 : _GEN_0;  
  assign _GEN_4 = TxdPosedge ? 4'h0 : _GEN_2;  
  assign _GEN_5 = TxdPosedge ? 1'h0 : _GEN_3;  
  assign _T_63 = io_RXD == 1'h0;  
  assign RxdStart = RxdLinePre & _T_63;  
  assign _T_72 = RxdTempReg[7];  
  assign _T_73 = RxdTempReg[6];  
  assign _T_74 = _T_72 ^ _T_73;  
  assign _T_75 = RxdTempReg[5];  
  assign _T_76 = _T_74 ^ _T_75;  
  assign _T_77 = RxdTempReg[4];  
  assign _T_78 = _T_76 ^ _T_77;  
  assign _T_79 = RxdTempReg[3];  
  assign _T_80 = _T_78 ^ _T_79;  
  assign _T_81 = RxdTempReg[2];  
  assign _T_82 = _T_80 ^ _T_81;  
  assign _T_83 = RxdTempReg[1];  
  assign _T_84 = _T_82 ^ _T_83;  
  assign _T_85 = RxdTempReg[0];  
  assign RxdCheckBit = _T_84 ^ _T_85;  
  assign _T_90 = RxdCnt < 4'h8;  
  assign _T_92 = RxdCnt + 4'h1;  
  assign _T_93 = RxdCnt + 4'h1;  
  assign _GEN_15 = {{7'd0}, io_RXD};  
  assign _T_94 = RxdTempReg | _GEN_15;  
  assign _T_96 = RxdCnt == 4'h8;  
  assign _T_101 = io_RXD == RxdCheckBit;  
  assign _GEN_6 = _T_101 ? RxdTempReg : RxdReg;  
  assign _GEN_7 = _T_96 ? _T_93 : RxdCnt;  
  assign _GEN_8 = _T_96 ? _GEN_6 : RxdReg;  
  assign _GEN_9 = _T_90 ? _T_93 : _GEN_7;  
  assign _GEN_10 = _T_90 ? _T_94 : RxdTempReg;  
  assign _GEN_11 = _T_90 ? RxdReg : _GEN_8;  
  assign _GEN_12 = RxdStart ? 4'h0 : _GEN_9;  
  assign _GEN_13 = RxdStart ? 8'h0 : _GEN_10;  
  assign _GEN_14 = RxdStart ? RxdReg : _GEN_11;  
  assign io_RXD_data = RxdReg;  
  assign io_TXD = TxdLine;  
  always @(posedge clock) begin
    if (reset) begin
      TxdLine <= 1'h1;
    end else begin
      if (TxdPosedge) begin
        TxdLine <= 1'h0;
      end else begin
        if (_T_45) begin
          TxdLine <= _T_50;
        end else begin
          if (_T_52) begin
            TxdLine <= TxdCheckBit;
          end else begin
            TxdLine <= 1'h1;
          end
        end
      end
    end
    TxdEnablePre <= io_TXD_enable;
    if (reset) begin
      TxdCnt <= 4'hf;
    end else begin
      if (TxdPosedge) begin
        TxdCnt <= 4'h0;
      end else begin
        if (_T_45) begin
          TxdCnt <= _T_48;
        end else begin
          if (_T_52) begin
            TxdCnt <= _T_48;
          end
        end
      end
    end
    RxdLinePre <= io_RXD;
    if (reset) begin
      RxdCnt <= 4'hf;
    end else begin
      if (RxdStart) begin
        RxdCnt <= 4'h0;
      end else begin
        if (_T_90) begin
          RxdCnt <= _T_93;
        end else begin
          if (_T_96) begin
            RxdCnt <= _T_93;
          end
        end
      end
    end
    if (reset) begin
      RxdReg <= 8'h0;
    end else begin
      if (!(RxdStart)) begin
        if (!(_T_90)) begin
          if (_T_96) begin
            if (_T_101) begin
              RxdReg <= RxdTempReg;
            end
          end
        end
      end
    end
    if (reset) begin
      RxdTempReg <= 8'h0;
    end else begin
      if (RxdStart) begin
        RxdTempReg <= 8'h0;
      end else begin
        if (_T_90) begin
          RxdTempReg <= _T_94;
        end
      end
    end
  end
endmodule
==> job_summary.md <==
## PnR job results

| Metric | Value |
|---|---|
| Outcome | `complete, no violations` |
| Final Skew | `0.00130 ns` |
| CTS tree | `done` |
| Rows | `25` |
| Hpwl dp | `1.10 mm` |
| PD cells | `448 nW/um^2` |
| Core box area | `4820 sq um` |
| Vias | `533` |
| Final WL | `1.36 mm` |
| Ant. Diodes | `0` |
| Clock network power share | `34.0%` |
| Maxcap violations | `0` |
| Clock-pin slew on the worst setup and hold paths | `0.05 ns` |
| Cycle use final | `58.8%` |
| Crit-path leading delay family | `multiplexers` |
| R2R setup slack | `1.48 ns` |
| CTS Buf Count | `3` |
| Fp util | `15.6%` |
| Root buf cell | `clkbuf_8` |
| Synthesized area | `752 sq um` |
| Leak | `0.000409 uW` |
| Drt first pass iters | `3` |
| DRC viols | `0` |
| Yosys cell count | `80` |
| Final Critical Period | `1.76 ns` |
| WS Path Type | `primary input to flop` |
| Setup violations, final | `0` |
| Grt total ovfl | `0` |
| Mapped Cells | `80` |
| Initial DRC Count | `9` |
| Clock Tree Buf Depth | `2` |
| FILL cells | `552` |
| Die Y | `91 um` |
| CTS Sinks | `13` |
| VDD IR max | `0.302 mV` |
| Initial antenna violation count | `0` |
| Gr usage total | `3.38%` |
| Routed Antenna Nets | `0` |
| Layout cells sized above 1 | `5.21%` |
| Largest net degree at the start of global routing | `9` |
| Die width | `91 um` |
| CP Cell Sequence | `clkdlybuf4s50_1 > mux4_1 > mux2i_1 > a21oi_1 > a2bb2oi_1` |
| Req. time, crit path | `3.12 ns` |
| Final setup TNS | `0 ns` |
| Number of global-route vias before repair | `549` |
| P_int | `333 uW` |
| Yosys Chip Area | `752 sq um` |
| Tool warnings | `27` |
| NetSw | `107 uW` |
| Clock Latency Late Sink | `0.24 ns` |
| Final setup margin | `1.24 ns` |
| Wire per inst | `8.32 um` |
| Drt via density | `3.27` |
| Post-CTS Hold Buffers | `0` |
| First-pass GRT wire length | `2.39 mm` |
| Yosys reg bits | `13` |
| Synth Seq Share | `34.6%` |
| H-tree levels | `1` |
| Synth Warn # | `1` |
| Area growth syn-to-layout | `30.4%` |
| Post-CTS setup buffers | `0` |
| Crit end category | `flop` |
| Final Hold Vio Count | `0` |
| Post_cts resized | `0` |
| Slowest-stage cell, CP | `mux4_1` |
| Critical Path AT | `1.89 ns` |
| Sw Share | `24.2%` |
| I/O pin total | `21` |
| IO Port Bufs | `13` |
| RSZ-0062 raised after global routing | `no` |
| Comb pwr share | `19.7%` |
| Crit start category | `primary input` |
| WP buf/inv | `1` |
| Final Max Slew Viols | `0` |
| Die ar. | `8280 sq um` |
| Flop pwr share | `46.3%` |
| Peak Freq | `567 MHz` |
| Syn Area/Cell | `9.40 sq um` |
| Hold Crit Class | `flop to flop` |
| DP Worst Slack | `0.965 ns` |
| Worst path max stage delay | `0.50 ns` |
| Top cells excl fill/tap | `dfxtp_1 (13), clkdlybuf4s50_1 (13), xnor2_1 (10)` |
| Max Fanout on Critical Path | `2` |
| Unique cell types | `22` |
| Final GP Congestion | `0.734` |
## through the flow
| step | power (uW) | area, sq um | util (%) | cells | hold WS [ns] |
|---|---|---|---|---|---|
| 4_1_cts | 449 | 981 | 20.4 | 163 | 0.519 |
| 3_3_place_gp | 294 | 936 | 19.4 | 159 | 0.486 |
| 3_5_place_dp | 295 | 936 | 19.4 | 159 | 0.483 |
| 6_report | 440 | 981 | 20.4 | 163 | 0.502 |
| 2_1_floorplan | 269 | 774 | - | 86 | 0.437 |
| 5_1_grt | 476 | 981 | 20.4 | 163 | 0.567 |
## final cells by class
cell class | instances | area [sq um] | area share [%]
clock buffers | 4 | 45.0 | 4.59
inverters | 9 | 33.8 | 3.44
multi-input cells | 57 | 428 | 43.6
flip-flops and latches | 13 | 260 | 26.5
well taps | 67 | 83.8 | 8.55
repair buffers | 13 | 130 | 13.3
## synth_stat cells
library cell  count  area (sq um)
buf_4             7          52.6
a21boi_0          1          7.51
a21oi_1           3          15.0
conb_1            1          3.75
o21ai_0           8          40.0
mux4_1            1          26.3
nand2b_1          1          6.26
nor2_1            3          11.3
inv_1             9          33.8
ha_1              5          62.6
xnor2_1          10          87.6
or4b_1            1          10.0
a31oi_1           2          12.5
a2bb2oi_1         1          8.76
nand2_1           3          11.3
dfxtp_1          13           260
mux2i_1           4          40.0
nor3_2            1          10.0
nor3_1            2          10.0
nor2b_1           2          12.5
o31ai_1           1          7.51
mux4_2            1          22.5
## path summary, 6_finish.rpt
kind / cells past startpoint / startpoint / end
worst min register to register: 2 / RxdReg[0] / RxdReg[0]
worst max register to register: 4 / TxdCnt[0] / TxdLine
worst max-delay path: 5 / io_TXD_data[5] / TxdLine
worst min-delay path: 2 / RxdReg[0] / RxdReg[0]
## metal layers
| layer | track usage (%) | wire length (um) | vias up |
|---|---|---|---|
| met2 | 5.31 | 633 | 11 |
| li1 | - | - | 287 |
| met5 | 0 | 0 | - |
| met1 | 4.50 | 643 | 233 |
| met4 | 0.261 | 12 | 0 |
| met3 | 1.33 | 67 | 2 |
## cell families after synthesis
kind of cell	count (synthesis)	share of synthesized area, %
compound gates	16	12.1
xor+xnor	10	11.6
fa+ha+maj	5	8.32
buf+inv	16	11.5
flops	13	34.6
mux	6	11.8
other cells	1	0.499
simple gates	13	9.48
## power groups by stage
stage	combinational, uW	sequential [uW]	clock (uW)
6_report	86.7	203	150
5_1_grt	100	206	169
4_1_cts	88.6	204	157
## tightest hold or removal path, stage by stage, from the launching register on
cell and delay [ns]:
dfxtp_1 0.32, mux2i_1 0.07, nor2_1 0.08
## sequential cells by signal (all words and copies together), names as in the netlist
name          cells
RxdReg            1
RxdCnt            4
RxdLinePre        1
RxdTempReg        1
TxdLine           1
TxdCnt            4
TxdEnablePre      1
Power and IR drop assume default switching activity.
